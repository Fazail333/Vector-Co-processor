$ cat ./run.sh
#!/bin/bash
# OpenROAD 26Q1-2900-gdf79404cd8, Yosys 0.63+post, stock flow scripts
make -C /OpenROAD-flow-scripts/flow DESIGN_CONFIG=/design/flow/config.mk WORK_HOME=/design/flow/orfs finish
$ cat ./config.mk
export PLATFORM = sky130hd
export DESIGN_NAME = val_ready_controller
export DESIGN_NICKNAME = val_ready_controller
export VERILOG_FILES = /design/flow/design.v
export SDC_FILE = /design/flow/constraint.sdc
export NUM_CORES = 4
export LEC_CHECK = 1
export CORE_AREA = 10 10 70 70
export DIE_AREA = 0 0 80 80
$ cat ./constraint.sdc
current_design val_ready_controller

set clk_period 1.6
set clk_io_pct 0.2

create_clock -name clk0 -period $clk_period [get_ports {clk}]

set non_clock_inputs [all_inputs -no_clocks]
set_input_delay [expr $clk_period * $clk_io_pct] -clock clk0 $non_clock_inputs
set_output_delay [expr $clk_period * $clk_io_pct] -clock clk0 [all_outputs]
$ cat ./design.v
 parameter WR_STROB = $clog2(128/8) ;
typedef enum logic [1:0]{  
    IDLE,
    PROCESS,
    WAIT_READY
} val_read_states_e;
module val_ready_controller (
    input   logic       clk,
    input   logic       reset,
    input   logic       inst_valid,              
    input   logic       scalar_pro_ready,        
    output  logic       vec_pro_ready,           
    output  logic       vec_pro_ack,              
    input   logic       inst_done
);
val_read_states_e  c_state,n_state;
always_ff @( posedge clk or negedge reset) begin 
    if (!reset)begin
        c_state <= IDLE;
    end
    else begin
        c_state <= n_state; 
    end
end
always_comb begin
    n_state = IDLE;
    case (c_state)
      IDLE  :   begin
            if (inst_valid)     n_state = PROCESS;
            else                n_state = IDLE;
      end
      PROCESS  :   begin
            if (inst_done) begin
                if (scalar_pro_ready) begin
                    n_state = IDLE;
                end
                else n_state = WAIT_READY;
            end   
            else     n_state = PROCESS;
      end
      WAIT_READY : begin
            if (scalar_pro_ready)   n_state = IDLE;
            else                    n_state = WAIT_READY;
        end    
        default: n_state = IDLE; 
    endcase    
end
always_comb begin 
    vec_pro_ready = 1'b1;
    vec_pro_ack   = 1'b0;
    case (c_state)
       IDLE : begin
            vec_pro_ready = 1'b1;
            vec_pro_ack   = 1'b0;
        end
        PROCESS : begin
            vec_pro_ready = 1'b0;
            if (inst_done)begin
                vec_pro_ack = 1'b1;
            end
            else begin
                vec_pro_ack     = 1'b0;    
            end
        end 
        WAIT_READY : begin
            vec_pro_ack = 1'b1;
            vec_pro_ready = 1'b0;
        end
        default: begin
            vec_pro_ready = 1'b1;
            vec_pro_ack   = 1'b0;
        end
    endcase
end
endmodule
==> out/qor.csv <==
metric,value,unit
outcome,"complete, no violations",
die_area,0.006400,mm^2
power_density,1026,mW/mm^2
synth.distinct_cells,8,
dr_wl_met3,43,um
hold_violations,0,
ys_async_sr_fraction,100.0,%
met2_length,187,um
htree_levels,1,
max_freq,0.6606,GHz
worstSetupPathType,flip-flop to output port,
cap_violations,0,
gp_congestion,0.7082,
crit_path_start_kind,flip-flop,
overflow,0,
grt_pass1_vias,148,
synthTopCellsByArea,"dfrtp_1 (41%), dfstp_2 (21%), inv_1 (12%), a21oi_2 (7.1%), nor2_1 (6.1%)",
power.total,284.9,uW
largest_registers,c_state: 3 flops,
synth.largest_area_cell,dfrtp_1,
cts.sinks,3,
edf_count,0,
coreArea,0.003416,mm^2
top_layer,met4,
crit_chain,nor2_2 > clkdlybuf4s50_1,
wl_met1,166,um
peakVddDrop,0.0001438,V
relSlewSlack,88.88,%
root_buffer,clkbuf_4,
dp_cells,66,
grt_pass1_wl,683,um
top_register,c_state,
portBuffers,6,
syn_to_final_growth,126.5,%
cts_setup_buffers,0,
firstDrtPassIters,3,
ioPinCount,7,
drive_gt1_share,29.17,%
synth_area_per_cell,9.432,um^2
dieHeight,80,um
synth_flops,3,
die_w,80,um
stdcell_count,70,
initCoreUtil,3.590,%
drt_iter0_drc,2,
syn_inst,13,
grt_max_degree,4,
grt_usage,1.436,%
ant_nets,0,
ys.warnings.count,1,
vias,121,
wl,407,um
antenna_cells,0,
synth_area,122.6,um^2
place_area,247.7,um^2
viasPerCell,1.729,
rsz0062_at_grt,no,
antenna_found_initial,0,
dp_hpwl,342.4,um
yosysChipArea,122.6,um^2
synth_top_cell_by_count,inv_1,
clockBufferDepth,2,
worst_setup_path_end_kind,output port,
drv_slew,0,
postSynthSeqShare,62.24,%
routedWlPerCell,5.814,um
setup_viol,0,
top_cells_by_count,"inv_1 (4), dfrtp_1 (2), nor2_1 (2)",
path_clk_slew,0.04,ns
leakage,0.1247,nW
warnings,25,
clock_skew,0.002031,ns
largest_reg_flops,3,
fin_crit,1.514,ns
hold_class,input pin to asynchronous set/reset pin,
tightestPinTransition,0.1664,ns
cts_buffers,3,
cts_tree,built,
row_count,21,
ys_cells,13,
worst_r2r_path_depth,3,
path_max_fanout,2,
drc,0,
final_area,277.8,um^2
crit_arrival,1.19,ns
cp_slowest_cell,clkdlybuf4s50_1,
clkLatencyLatePin,0.23,ns
fin_crit_sh,94.61,%
flop_cell,dfrtp_1,
slowest_delay,0.47,ns
top_area_share,40.82,%
worstPathRequired,1.28,ns
where the power goes:
part	internal, mW	switching (mW)
Combinational	0.0371	0.0185
Clock	0.0934	0.0377
Sequential	0.0901	0.00822
Total	0.221	0.0643
cells in the final DEF (no fill, tap or decap):
| cell | Yosys | layout |
|---|---|---|
| clkbuf_4 | 0 | 3 |
| o22ai_1 | 1 | 1 |
| nor2_2 | 0 | 1 |
| dlymetal6s2s_1 | 0 | 1 |
| o21ai_1 | 1 | 1 |
| dfstp_2 | 1 | 1 |
| nand2_1 | 1 | 1 |
| dfrtp_1 | 2 | 2 |
| clkbuf_1 | 0 | 1 |
| dlygate4sd2_1 | 0 | 1 |
| inv_1 | 4 | 4 |
| a21oi_2 | 1 | 1 |
| clkdlybuf4s50_1 | 0 | 4 |
| buf_4 | 0 | 1 |
| nor2_1 | 2 | 1 |
layout make-up:
class	count	area [um^2]
multi-input combinational	6	33.78
timing repair buffer	7	68.82
sequential	3	76.32
fill	410	3138
inverter	4	15.01
tap	46	57.56
clock buffer	4	26.28
cell families (layout without fill, tap and decap cells):
kind of cell,after synthesis,after routing,synth area share (%)
buffers and inverters,4,15,12.24
AND/OR/NAND/NOR,3,3,9.183
AND-OR/OR-AND,3,3,16.33
flip-flops,3,3,62.25
metal layers:
| metal | global-route usage, % | up-vias |
|---|---|---|
| met5 | 0 | - |
| met4 | 0.7042 | 0 |
| met3 | 1.364 | 2 |
| met2 | 1.926 | 3 |
| met1 | 1.462 | 56 |
| li1 | - | 60 |
timing repair:
item	CTS	global route
hold buffers	0	0
gates cloned	0	0
resized	1	2
pin swaps	0	1
endpoints found under the setup margin	1	2
metrics by stage:
step	hold slack, ns	util [%]	setup TNS, ns	setup slack (ns)
6_report	0.2840	8.132	0	0.08620
5_1_grt	0.2821	8.132	0	0.01884
4_1_cts	0.2736	7.985	0	0.03461
3_5_place_dp	0.4846	7.253	-0.1531	-0.1531
3_3_place_gp	0.4820	7.253	-0.1315	-0.1315
2_1_floorplan	0.02441	-	0	0.7281
critical path, delay by kind of cell (launching register included):
| family | cells | cell delay, ns |
|---|---|---|
| and+or+nand+nor | 1 | 0.11 |
| DFF | 1 | 0.38 |
| buffers and inverters | 1 | 0.47 |
path summary, 6_finish.rpt:
kind                                           start                   end  slack (ns)
worst max-delay path            c_state[1]$_DFF_PN0_         vec_pro_ready        0.09
worst min-delay path                           reset  c_state[1]$_DFF_PN0_        0.28
worst max register to register  c_state[2]$_DFF_PN0_  c_state[1]$_DFF_PN0_        0.76
worst min register to register  c_state[0]$_DFF_PN1_  c_state[0]$_DFF_PN1_        0.49
max in group asynchronous                      reset  c_state[0]$_DFF_PN1_        1.09
min in group clk0                          inst_done  c_state[2]$_DFF_PN0_        0.46
Power and IR drop assume default switching activity.
