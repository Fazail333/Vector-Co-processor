[design.v]
 parameter WR_STROB = $clog2(128/8) ;
typedef enum logic [1:0]{  
    IDLE,
    PROCESS,
    WAIT_READY
} val_read_states_e;
parameter   ADDR_WIDTH = 32;
parameter   DATA_WIDTH = 4096;
parameter   VECTOR_LENGTH = $clog2(4096);
module vector_processor_datapth (
    input   logic   clk,reset,
    input   logic   [32-1:0]             instruction,         
    input   logic   [32-1:0]             rs1_data,            
    input   logic   [32-1:0]             rs2_data,            
    input   logic   [128-1:0]         mem2lsu_data,
    output  logic   [32-1:0]             lsu2mem_addr,        
    output  logic                           ld_req,              
    output  logic                           st_req,              
    output  logic   [128-1:0]         lsu2mem_data,        
    output  logic   [WR_STROB-1:0]          wr_strobe,           
    output  logic                           is_vec,              
    output  logic                           error,               
    output  logic   [32-1:0]             csr_out,            
    output  logic                           inst_done,           
    input  logic                            sew_eew_sel,         
    input  logic                            vlmax_evlmax_sel,    
    input  logic                            emul_vlmul_sel,      
    input   logic                           vl_sel,              
    input   logic                           vtype_sel,           
    input   logic                           lumop_sel,           
    input   logic                           csrwr_en,
    input   logic                           rs1rd_de,            
    input   logic                           vec_reg_wr_en,      
    input   logic                           mask_operation,     
    input   logic                           mask_wr_en,         
    input   logic                           offset_vec_en,      
    input   logic   [1:0]                   data_mux1_sel,      
    input   logic                           data_mux2_sel,      
    input   logic                           stride_sel,          
    input   logic                           ld_inst,             
    input   logic                           st_inst,             
    input   logic                           index_str,           
    input   logic                           index_unordered      
);
logic   [32-1:0] vec_read_addr_1  , vec_read_addr_2 , vec_write_addr;
logic   [4096-1:0] vec_imm;
logic  vec_mask;
logic   vec_wr_en;
logic   [2:0] width;
logic   mew;
logic   [2:0] nf;
logic   [32-1:0] scalar1;
logic   [32-1:0] scalar2;
logic               is_loaded;               
logic               is_stored;               
logic               error_flag;              
logic   [4096-1:0] scaler1_extended ,scaler2_extended; 
logic   [4096-1:0] vec_wr_data;
logic   [3:0]                   vlmul,emul;              
logic   [6:0]                   sew,eew;                 
logic   [9:0]                   vlmax,e_vlmax;           
logic                           tail_agnostic;           
logic                           mask_agnostic;           
logic   [32-1:0]             vec_length;              
logic   [32-1:0]             start_element;           
 logic                          csr_done;                
logic   [DATA_WIDTH-1:0]        vec_data_1, vec_data_2;  
logic   [DATA_WIDTH-1:0]        dst_vec_data;            
logic   [VECTOR_LENGTH-1:0]     vector_length;           
logic                           wrong_addr;              
logic   [512-1:0]             v0_mask_data;            
logic                           data_written;            
logic   [4096-1:0]         data_mux1_out;           
logic   [4096-1:0]         data_mux2_out;           
logic   [6:0]                  sew_eew_mux_out;          
logic   [3:0]                  vlmul_emul_mux_out;       
logic   [9:0]                  vlmax_evlmax_mux_out;     
assign inst_done = data_written || csr_done || is_stored || error ;
assign error     = error_flag || wrong_addr;
    vec_decode DECODER(
        .vec_inst           (instruction    ),
        .rs1_data           (rs1_data       ), 
        .rs2_data           (rs2_data       ),
        .is_vec             (is_vec         ),
        .vec_read_addr_1    (vec_read_addr_1),      
        .vec_read_addr_2    (vec_read_addr_2),      
        .vec_write_addr     (vec_write_addr ),      
        .vec_imm            (vec_imm        ),
        .vec_mask           (vec_mask       ),
        .width              (width          ),             
        .mew                (mew            ),             
        .nf                 (nf             ),                       
        .scalar2            (scalar2        ),             
        .scalar1            (scalar1        ),             
        .vl_sel             (vl_sel         ),             
        .vtype_sel          (vtype_sel      ),             
        .lumop_sel          (lumop_sel      )             
    );
    vec_csr_regfile CSR_REGFILE(
        .clk                    (clk            ),
        .n_rst                  (reset          ),
        .inst                   (instruction    ),
        .csr_out                (csr_out        ),
        .rs1rd_de               (rs1rd_de       ),
        .scalar2                (scalar2        ), 
        .scalar1                (scalar1        ),
        .width                  (width          ),
        .csrwr_en               (csrwr_en       ),
        .vlmul                  (vlmul          ),
        .sew                    (sew            ),
        .vlmax                  (vlmax          ),
        .emul                   (emul           ),
        .eew                    (eew            ),
        .e_vlmax                (e_vlmax        ),
        .tail_agnostic          (tail_agnostic  ), 
        .mask_agnostic          (mask_agnostic  ), 
        .vec_length             (vec_length     ),
        .start_element          (start_element  ),
        .csr_done               (csr_done       )
    );
    data_mux_2x1 #(.width(7)) SEW_EEW_MUX( 
        .operand1       (sew                ),
        .operand2       (eew                ),
        .sel            (sew_eew_sel        ),
        .mux_out        (sew_eew_mux_out    )     
    );
    data_mux_2x1 #(.width(4)) LMUL_EMUL_MUX( 
        .operand1       (vlmul              ),
        .operand2       (emul               ),
        .sel            (emul_vlmul_sel     ),
        .mux_out        (vlmul_emul_mux_out )     
    );
    data_mux_2x1 #(.width(10)) VLMAX_EVLMAX_MUX( 
        .operand1       (vlmax               ),
        .operand2       (e_vlmax             ),
        .sel            (vlmax_evlmax_sel    ),
        .mux_out        (vlmax_evlmax_mux_out)     
    );
    vec_regfile VEC_REGFILE(
        .clk            (clk                ), 
        .reset          (reset              ),
        .raddr_1        (vec_read_addr_1    ), 
        .raddr_2        (vec_read_addr_2    ),  
        .wdata          (vec_wr_data        ),          
        .waddr          (vec_write_addr     ),
        .wr_en          (vec_wr_en          ), 
        .lmul           (vlmul_emul_mux_out ),
        .emul           (emul               ),
        .offset_vec_en  (offset_vec_en      ),
        .mask_operation (mask_operation     ), 
        .mask_wr_en     (mask_wr_en         ), 
        .rdata_1        (vec_data_1         ),
        .rdata_2        (vec_data_2         ),
        .dst_data       (dst_vec_data       ),
        .vector_length  (vector_length      ),
        .wrong_addr     (wrong_addr         ),
        .v0_mask_data   (v0_mask_data       ),
        .data_written   (data_written       )  
    );
    assign scaler1_extended = {{4096-32{1'b0}}, scalar1[32-1:0]};
    assign scaler2_extended = {{4096-32{1'b0}}, scalar2[32-1:0]};
    data_mux_3x1 #(.width(4096)) DATA1_MUX( 
        .operand1       (vec_data_1         ),
        .operand2       (scaler1_extended   ),
        .operand3       (vec_imm            ),
        .sel            (data_mux1_sel      ),
        .mux_out        (data_mux1_out      )     
    );
    data_mux_2x1 #(.width(4096)) DATA2_MUX( 
        .operand1       (vec_data_2         ),
        .operand2       (scaler2_extended   ),
        .sel            (data_mux2_sel      ),
        .mux_out        (data_mux2_out      )     
    );
    vec_lsu VLSU(
        .clk            (clk                        ),
        .n_rst          (reset                      ),
        .rs1_data       (data_mux1_out[32-1:0]   ),  
        .rs2_data       (data_mux2_out[32-1:0]   ),
        .stride_sel     (stride_sel                 ), 
        .ld_inst        (ld_inst                    ),      
        .st_inst        (st_inst                    ),
        .index_str      (index_str                  ),
        .index_unordered(index_unordered            ),
        .mew            (mew                        ),          
        .width          (width                      ),
        .sew            (sew_eew_mux_out            ),
        .vlmax          (vlmax_evlmax_mux_out       ),      
        .vs2_data       (data_mux2_out              ),       
        .vs3_data       (dst_vec_data               ),      
        .inst_done      (inst_done                  ),
        .lsu2mem_addr   (lsu2mem_addr               ),
        .lsu2mem_data   (lsu2mem_data               ),   
        .ld_req         (ld_req                     ),
        .st_req         (st_req                     ),
        .wr_strobe      (wr_strobe                  ), 
        .mem2lsu_data   (mem2lsu_data               ),
        .vd_data        (vec_wr_data                ), 
        .is_loaded      (is_loaded                  ),
        .is_stored      (is_stored                  ),
        .error_flag     (error_flag                 )  
    );
    data_mux_2x1 #(.width(1'b1)) VLSU_DATA_MUX(
        .operand1       (1'b0                     ),
        .operand2       (vec_reg_wr_en            ),
        .sel            (is_loaded && !error_flag ),
        .mux_out        (vec_wr_en                )     
    );
endmodule
module data_mux_2x1 #(
   parameter width = 32
) ( 
    input   logic   [width-1:0] operand1,
    input   logic   [width-1:0] operand2,
    input   logic               sel,
    output  logic   [width-1:0] mux_out     
);
    always_comb begin 
        case (sel)
           1'b0 : mux_out = operand1;
           1'b1 : mux_out = operand2;
            default: mux_out = 'h0;
        endcase        
    end
endmodule
module data_mux_3x1 #(
   parameter width = 32
) ( 
    input   logic   [width-1:0] operand1,
    input   logic   [width-1:0] operand2,
    input   logic   [width-1:0] operand3,
    input   logic   [1:0]       sel,
    output  logic   [width-1:0] mux_out     
);
    always_comb begin 
        case (sel)
           2'b00 : mux_out = operand1;
           2'b01 : mux_out = operand2;
           2'b10 : mux_out = operand3;
            default: mux_out = 'h0;
        endcase        
    end
endmodule
[run.sh]
#!/bin/bash
# OpenROAD 26Q1-2900-gdf79404cd8, Yosys 0.63+post, stock flow scripts
make -C /OpenROAD-flow-scripts/flow DESIGN_CONFIG=/design/flow/config.mk WORK_HOME=/design/flow/orfs finish
[config.mk]
export PLATFORM = sky130hd
export DESIGN_NAME = data_mux_2x1
export DESIGN_NICKNAME = data_mux_2x1
export VERILOG_FILES = /design/flow/design.v
export SDC_FILE = /design/flow/constraint.sdc
export NUM_CORES = 4
export LEC_CHECK = 1
export CORE_AREA = 10 10 70 70
export DIE_AREA = 0 0 80 80
[constraint.sdc]
current_design data_mux_2x1

set clk_period 1.0
set clk_io_pct 0.2

create_clock -name clk0 -period $clk_period

set non_clock_inputs [all_inputs -no_clocks]
set_input_delay [expr $clk_period * $clk_io_pct] -clock clk0 $non_clock_inputs
set_output_delay [expr $clk_period * $clk_io_pct] -clock clk0 [all_outputs]
==> flow_summary.json <==
{
  "boundaryPins": 97,
  "flop_area_um2": 0,
  "postCtsHoldBufs": 0,
  "failed_checks": "setup timing",
  "hold_viol_final": 0,
  "n_fill_cell": 337,
  "core_region_area_um2": 3420,
  "warnings": 34,
  "antenna_left": 0,
  "yosys_area_um2": 544,
  "report.final.slew_viol_count": 0,
  "ys_seq_share": 0,
  "drtPass1Iterations": 1,
  "syn_area_per_cell_um2": 15.1,
  "placed_area_um2": 1520,
  "setup.worst_path.end_class": "output port",
  "power.density_nw_per_um2": 394,
  "ir_drop_mv": 0.184,
  "fp_util": 0.159,
  "dieArea_um2": 6400,
  "fin_ws_ns": -0.0902,
  "period_used_share": 1.09,
  "wire_per_inst_um": 15.9,
  "synth_stat.cells": 36,
  "synthCells": 36,
  "dr.first_iter.drc_count": 0,
  "vias": 692,
  "die_y_um": 80,
  "drc": 0,
  "n_antenna_cell": 0,
  "start_kind": "primary input",
  "synthToLayoutAreaGrowth_pct": 188,
  "synth_cell_types": 4,
  "vias_per_cell": 3.82,
  "hpwl_mm": 2.39,
  "tightest_slew_ns": 0.0650,
  "fin_area_um2": 1570,
  "nFlopsAndLatches": 0,
  "antenna_found_initial": 0,
  "drt-total-wl_mm": 2.89,
  "arrival_ns": 0.89,
  "ys_warn_count": 1,
  "dp_slack_ns": -0.499,
  "worstPathRequired_ns": 0.80,
  "power_mw": 0.617,
  "path_max_fanout": 6,
  "fin_crit_ns": 1.09,
  "gp_routability_congestion": 0.792,
  "grt_overflow": 0,
  "grt_pass1_wl_mm": 4.35,
  "grt_usage": 0.0836,
  "maxSlewHeadroom": 0.957,
  "cts_setup_buffers": 0,
  "holdPathStages": 3,
  "status": "complete, but fails checks",
  "logic_area_um2": 480,
  "numPortBuffers": 97,
  "grt_setup_unrepaired": "true",
  "max_freq_mhz": 917,
  "timing.max_cap.violations": 0,
  "clock_buffers": 0,
  "grt_pass1_vias": 767,
  "grt_max_degree": 7,
  "p_leak_nw": 0.852,
  "setup.worst_path.class": "in -> out",
  "syn_area_um2": 544,
  "finalSetupViolations": 32,
  "row_count": 21,
  "die_x_um": 80,
  "hp-class": "in -> out",
  "layout-drive-gt1-share": 0.526
}
metrics by stage:
| stage | TNS [ns] | utilization | cells | hold WS (ns) |
|---|---|---|---|---|
| after floorplan | 0 | - | 36 | 0.498 |
| after global placement | -15.35 | 0.446 | 177 | 1.36 |
| after detailed placement | -15.30 | 0.446 | 177 | 1.35 |
| after CTS | -2.62 | 0.444 | 181 | 0.798 |
| after global routing | -3.15 | 0.459 | 181 | 0.808 |
| final | -2.59 | 0.459 | 181 | 0.794 |
worst max-delay path: stages:
cell    delay (ns)
buf_16        0.14
buf_16        0.15
mux2_4        0.30
buf_6         0.11
report_power, final:
group / switching (mW) / total (mW) / internal (mW) / leakage (nW)
combinational: 0.137 / 0.617 / 0.480 / 0.852
sequential: 0 / 0 / 0 / 0
clock: 0 / 0 / 0 / 0
total: 0.137 / 0.617 / 0.480 / 0.852
layer usage:
layer / track usage / wire (um) / vias to the layer above
li1: - / - / 338
met1: 0.0969 / 1150 / 303
met2: 0.147 / 1390 / 51
met3: 0.0364 / 348 / 0
met4: 0 / 0 / 0
met5: 0 / 0 / -
synthesized netlist by cell type (all sizes together):
master	count	area, um2
buf	4	71.3
mux2	32	473
layout make-up:
type                            instances  area share
Timing Repair Buffer                  103       0.657
Multi-Input combinational cell         32       0.306
Tap cell                               46      0.0367
timing repair:
| action | CTS | global route |
|---|---|---|
| endpoints found under the hold margin | 0 | 0 |
| resized | 188 | 8 |
| setup endpoints to repair | 32 | 32 |
| cloned | 4 | 0 |
| pin swaps | 0 | 0 |
cell usage in the layout, fill, tap and decap left out:
master,count
buf_12,2
dlygate4sd2_1,64
buf_16,5
buf_2,11
buf_6,21
mux2_4,32
cells by family after synthesis:
kind of cell,after synthesis,share of synthesized area
buffers and inverters,4,0.131
muxes,32,0.869
path summary, 6_finish.rpt:
path / endpoint / start / slack (ns)
worst max-delay path: mux_out[30] / sel / -0.09
worst min-delay path: mux_out[21] / operand2[21] / 0.79
Power and IR drop assume default switching activity.
